## flow/config.mk

```make
export PLATFORM = sky130hd
export DESIGN_NAME = unidade_aritmetica
export DESIGN_NICKNAME = unidade_aritmetica
export VERILOG_FILES = /design/flow/design.v
export SDC_FILE = /design/flow/constraint.sdc
export NUM_CORES = 4
export LEC_CHECK = 1
export CORE_AREA = 10 10 70 70
export DIE_AREA = 0 0 80 80
```

## flow/constraint.sdc

```tcl
current_design unidade_aritmetica

set clk_period 6.3
set clk_io_pct 0.2

create_clock -name clk0 -period $clk_period

set non_clock_inputs [all_inputs -no_clocks]
set_input_delay [expr $clk_period * $clk_io_pct] -clock clk0 $non_clock_inputs
set_output_delay [expr $clk_period * $clk_io_pct] -clock clk0 [all_outputs]
```

## flow/design.v

```verilog
module meia_soma (
    input a,
    input b,
    output soma,
    output vai_um
);
    assign soma = a ^ b;
    assign vai_um = a & b;
endmodule
module somador_completo (
    input a,
    input b,
    input cin,
    output soma,
    output cout
);
    wire s, c1, c2;
    meia_soma U1 (.a(a), .b(b), .soma(s), .vai_um(c1));
    meia_soma U2 (.a(s), .b(cin), .soma(soma), .vai_um(c2));
    assign cout = c1 | c2;
endmodule
module unidade_aritmetica (
    input [4:0] a,
    input [4:0] b,
    input cin,
    output [4:0] soma,
    output cout
);
    wire [4:0] vai_um;
    somador_completo FA0 (.a(a[0]), .b(b[0]), .cin(cin), .soma(soma[0]), .cout(vai_um[0]));
    somador_completo FA1 (.a(a[1]), .b(b[1]), .cin(vai_um[0]), .soma(soma[1]), .cout(vai_um[1]));
    somador_completo FA2 (.a(a[2]), .b(b[2]), .cin(vai_um[1]), .soma(soma[2]), .cout(vai_um[2]));
    somador_completo FA3 (.a(a[3]), .b(b[3]), .cin(vai_um[2]), .soma(soma[3]), .cout(vai_um[3]));
    somador_completo FA4 (.a(a[4]), .b(b[4]), .cin(vai_um[3]), .soma(soma[4]), .cout(cout));
endmodule
```

## flow/run.sh

```bash
#!/bin/bash
# OpenROAD 26Q1-2900-gdf79404cd8, Yosys 0.63+post, stock flow scripts
make -C /OpenROAD-flow-scripts/flow DESIGN_CONFIG=/design/flow/config.mk WORK_HOME=/design/flow/orfs finish
```

==> results.txt <==
Summary of implementation figures.

Outcome
The flow ran to the end, and the final reports show no timing, DRC or antenna violations.

Floorplan
At the floorplan stage, the core utilization is reported as 5.13%. The report lists the number of standard-cell rows as 21. In this run the full chip footprint comes out at 0.00640 mm2.

During I/O placement, the number of pins put on the boundary was 17. Per the OpenROAD floorplan log, the height of the die is 80 um. The horizontal die dimension is around 80 um. The region available for standard cell placement spans 0.00342 mm2.

STA
In the finished design, the share of the clock period the worst path needs comes to 86.1%. After layout, the minimum clock period comes to between 5 and 6 ns. Endpoints with negative setup slack in the final report add up to 0. Counting endpoints that fail hold in the final report gives 0. Based on the critical path, the design can be clocked at up to approximately 0.18 GHz. The most critical hold endpoint after final layout shows a slack of about 3.6 ns. Setup repair after global routing left no endpoint under its margin. The transition time of the tightest slew-check pin is 0.108 ns. For reference, the final report shows the max-slew violation count at 0. In the final timing run, aggregate negative setup slack is 0 ns. The max-slew check reports its worst relative slack as 92.8%.

Layout
From synthesis to final layout, the design area changed by 109%. After filler insertion, the fill cell instance count of the layout stands at 401. The logic area is 100 um2.

The number of clock buffers in the layout is 0. The area taken by sequential standard cells is reported as 0 um2. The final layout contains a sequential cell count of 0.

Cells with a size suffix above 1 make up 0% of the layout. The utilization after layout is a little over a tenth.

Synth
Per the Yosys statistics, synthesis produced 20 cells. The synthesized netlist contains 3 unique library cells. The post-synthesis instance area is 175 um2. The most frequent cell after synthesis is inv_1. The post-synth area from yosys stat is 175 um2. Yosys reports that the leading cell type by area covers a little under three fifths of the netlist area. In the synthesized netlist, the cells that appear most often are 10 x inv_1, 5 x buf_4, 5 x fa_1. A synthesized cell averages 8.76 um2. The instance count of the mapped netlist is 20. The cell type with the highest aggregate area in the netlist is fa_1. The sequential cell area fraction in the yosys report is 0%. The total number of yosys warnings is 0. In the post-synthesis netlist, the biggest area contributors are fa_1 57%, buf_4 21%, inv_1 21%.

Drt
The detailed-route via count is between 100 and 150. The detailed-route vias per instance is 1.86. For this run, the detailed router's first-pass iteration total came to 1. TritonRoute output was used to compute an average wire per cell of 7.31 um.

The routed wire length is 570 um. Once detail routing completed, the nets flagged for antenna violations numbered 0. The residual DRC count is 0. The antenna diode instance count is 0.

Per the log, the first TritonRoute iteration ended with a DRC count of 0.

Worst setup path
The number of cells on the critical path is 11. The biggest fanout along the worst timing path is 1. The most numerous cell type found on the critical path is fa_1. According to the timing report, the arrival time at the worst endpoint equals ~4.2 ns. The timing endpoint of the critical path is soma[4]. The slowest library cell on the worst path is clkdlybuf4s50_1. Per the post-run analysis, buffers plus inverters along the critical path come to 6. The critical path capture point type is an output port.

The largest incremental delay on the critical path is ~0.50 ns. Grouping stages by cell kind, the critical path spends the most delay in adder cells. The cell sequence reported for the critical path is clkdlybuf4s50_1, inv_1, fa_1, inv_1, fa_1, fa_1, fa_1, inv_1, fa_1, inv_1, clkdlybuf4s50_1. For the worst setup path, the data required time is 5.04 ns. The worst setup path startpoint is a[0]. The type of origin of the critical path is an input port. The critical path is of the in2out type.

Clock tree
The cts-stage hold buffer count is 0. Post-CTS repair ended up resizing 0 cells. The count of buffers added by post-CTS timing repair for setup is 0.

Pwr
The analysis attributes to cell leakage a power of 0.156 nW. In this run, the clock network consumes 0% of the power. The switching share of power is 29.5%.

The maximum vdd ir drop is roughly 22 uV. The power report attributes to the sequential group a share of 0%. The relative contribution of combinational cells to total power is 100.0%. The internal portion of the total power is 20.3 uW. The switching power is 8.48 uW. The power per cell area is 78.8 mW/mm2.

Placement
After its last routability iteration, the placer logged a weighted congestion of 0.850. The HPWL after detailed placement is between 500 and 600 um. During placement, the flow inserted port buffers numbering 17.

Global route
The global route stage reports its total congestion overflow as 0. The initial antenna violation count is 0. The number of global-route vias before repair is between 100 and 150. Total global-route track usage over all layers is 1.51%. The first-pass GRT wire length is 724 um.

The maximum number of pins on one net before global-route repair is 2.

Run
The number of logged tool warnings is 32. The max capacitance violation total is 0.

Worst hold path
In this run the worst hold path is classified as in2out.
[power by group through the flow]
stage	Clock (mW)	Combinational [mW]	Sequential, mW
4_1_cts	0	0.0295	0
6_report	0	0.0288	0
5_1_grt	0	0.0317	0
[cell usage in the layout, fill, tap and decap left out]
cell type | Yosys | layout
clkdlybuf4s50_1 | 0 | 17
inv_1 | 10 | 10
fa_1 | 5 | 5
[cells by family (layout without fill, tap and decap cells)]
group / after synthesis / in the layout / share of synthesized area, %
adders and majority gates: 5 / 5 / 57.1
buffers and inverters: 15 / 27 / 42.9
[tightest hold or removal path: stages]
cell	delay [ns]
clkdlybuf4s50_1	0.39
inv_1	0.07
fa_1	0.16
inv_1	0.04
clkdlybuf4s50_1	0.39
[through the flow]
stage	worst slack, ns	std cells	area (um2)	power (mW)
6_report	0.879	78	365	0.0288
5_1_grt	0.782	78	365	0.0317
4_1_cts	0.864	78	365	0.0295
3_5_place_dp	0.857	78	365	0.0296
3_3_place_gp	0.894	78	365	0.0292
2_1_floorplan	1.82	20	175	0.0134
[routing by layer]
metal	share of wire, %	up-vias	track usage [%]
met5	0	-	0
met4	0	0	0
met3	21	0	1.02
met2	29	15	1.61
met1	50	61	2.41
li1	-	69	-
[how the worst min path moves through the flow]
stage | from | end | slack (ns) | cells past startpoint
6_report | b[0] | soma[0] | 3.57 | 5
4_1_cts | b[0] | soma[0] | 3.58 | 5
5_1_grt | cin | soma[0] | 3.62 | 5
[layout make-up]
class                      instances  share of cell area, %
timing repair buffer              17                   46.6
inverter                          10                   10.3
tap                               46                   15.8
multi-input combinational          5                   27.4
Power figures rest on the tool's default switching activity, not on a simulated workload.
